File: ./design.v
module Clock_div
#(parameter N= 29, M = 50000000) 
(input wire clk,
output wire q_khz,
output wire [3:0]q
);
	reg [N-1:0] r_reg1Hz,r_reg2Hz,r_reg4Hz,r_reg8Hz,r_regkhz;
	wire [N-1:0] r_next1Hz,r_next2Hz,r_next4Hz,r_next8Hz, r_nextkhz;
	always @(posedge clk) begin
		r_reg1Hz<=r_next1Hz;
		r_reg2Hz<=r_next2Hz;
		r_reg4Hz<=r_next4Hz;
		r_reg8Hz<=r_next8Hz;
		r_regkhz<=r_nextkhz;
		end
	assign r_next1Hz = (r_reg1Hz==M)?0:r_reg1Hz + 1;
	assign r_next2Hz = (r_reg2Hz==M/2)?0:r_reg2Hz + 1;
	assign r_next4Hz = (r_reg4Hz==M/4)?0:r_reg4Hz + 1;
	assign r_next8Hz = (r_reg8Hz==M/8)?0:r_reg8Hz +1;
	assign r_nextkhz = (r_regkhz== M/1000)?0:r_regkhz +1;
	assign q[0]=(r_reg1Hz<M/2)?0:1;
	assign q[1]=(r_reg2Hz<M/4)?0:1;
	assign q[2]=(r_reg4Hz<M/8)?0:1;
	assign q[3]=(r_reg8Hz<M/16)?0:1;
	assign q_khz = (r_regkhz<M/2000)?0:1;
endmodule
File: ./run.sh
#!/bin/bash
# OpenROAD 26Q1-2900-gdf79404cd8, Yosys 0.63+post, stock flow scripts
make -C /OpenROAD-flow-scripts/flow DESIGN_CONFIG=/design/flow/config.mk WORK_HOME=/design/flow/orfs finish
File: ./config.mk
export PLATFORM = sky130hd
export DESIGN_NAME = Clock_div
export DESIGN_NICKNAME = Clock_div
export VERILOG_FILES = /design/flow/design.v
export SDC_FILE = /design/flow/constraint.sdc
export NUM_CORES = 4
export LEC_CHECK = 1
export CORE_UTILIZATION = 50
File: ./constraint.sdc
current_design Clock_div

set clk_period 3.7
set clk_io_pct 0.2

create_clock -name clk0 -period $clk_period [get_ports {clk}]

set non_clock_inputs [all_inputs -no_clocks]
set_input_delay [expr $clk_period * $clk_io_pct] -clock clk0 $non_clock_inputs
set_output_delay [expr $clk_period * $clk_io_pct] -clock clk0 [all_outputs]
==> reports/qor.csv <==
stage,metric,value,unit
status,outcome,"finished, final reports clean",
clocking,clock sinks,145,
sta,Setup Skew,0.00528,ns
routing,via count,5662,
logic_synthesis,post-synth top area cell,dfxtp_1,
logic_synthesis,Post-Synthesis Cells,790,
sta,min cycle time layout,3.09,ns
clocking,clock tree buffer depth,2,
worst_hold_path,Min-Delay Path Class,register to register,
global_route,initial antenna violation count,0,
logic_synthesis,top cells by area,"dfxtp_1, xnor2_1, xor2_1",
logic_synthesis,Post-synth top cells,"dfxtp_1, xnor2_1, nand3_1, nand4_1",
logic_synthesis,YS chip area,0.00687,sq mm
sta,fin worst setup slack,0.607,ns
critical_path,CP Launch Type,register,
sta,Final Setup Violations,0,
clocking,CTS tree,done,
clocking,Root Driver,clkbuf_16,
logic_synthesis,main flop type,dfxtp_1,
finish,layout cells sized above 1,0.0559,
routing,drt first pass iters,6,
sta,Achievable Freq,0.323,GHz
power_and_ir_drop,Worst IR Drop VDD,369,uV
sta,crit share post-route,0.836,
floorplan,Core ar.,0.0133,sq mm
critical_path,critical path class,register to output port,
floorplan,Starting Density,0.515,
critical_path,Worst Path Max Fanout,6,
floorplan,total I/O pin count,6,
critical_path,CP required,2.96,ns
logic_synthesis,"Avg Cell Area, Syn",8.70,sq um
logic_synthesis,"Seq/Total Area, Yosys",0.422,
logic_synthesis,number of synthesized flops with an enable pin,0,
floorplan,die footprint,0.0142,sq mm
floorplan,row count,42,
sta,"Slew Viols, Final",0,
clocking,hold_buf cts,0,
global_route,first-pass GRT wire length,24000,um
critical_path,Critical Path Sink Type,output port,
logic_synthesis,Unique masters post-synth,53,
routing,Routed Antenna Nets,0,
routing,antenna cells,0,
power_and_ir_drop,power density over cell area,422,mW/mm^2
placed_design,IO buf count,5,
logic_synthesis,asr flop ratio synth,0,
critical_path,critical path arrival,2.35,ns
routing,Initial DRC Count,395,
finish,area delta synth->final,11.3,%
routing,number of remaining DRC errors,0,
floorplan,Die H,119,um
clocking,CTS Buf Count,17,
sta,Tightest Pin Transition,0.839,ns
clocking,clk latency of the worst-skew pair,0.41,ns
job,tool warnings,30,
global_route,largest net degree at the start of global routing,17,
logic_synthesis,Synth top cell by count,dfxtp_1,
global_route,Total GRT Usage,0.206,
global_route,global route total overflow,0,
finish,Filler Cells Inserted,1146,
placed_design,RePlAce Congestion,0.918,
routing,wire per inst,13.8,um
floorplan,Die W,119,um
logic_synthesis,post-synth top area share,0.422,
clocking,"Setup Fix Bufs, Post-CTS",0,
sta,Hold Fails Final Rpt,0,
job,Max Cap Viol,0,
clocking,H-Tree Level Count,4,
logic_synthesis,yosys cell count,790,
clocking,Worst-path clk slew,0.05,ns
sta,Final TNS setup,0,ns
logic_synthesis,mapped cell area,0.00687,sq mm
sta,RSZ-0062 raised after global routing,no,
clocking,post-CTS sizing,0,
routing,Post-Route WL,13500,um
global_route,vias in the first global route,5121,
logic_synthesis,Synthesized registers,145,
power_and_ir_drop,P_leak,0.00288,uW
logic_synthesis,synth warn,1,
placed_design,DP HPWL,9240,um
routing,vias per cell,5.77,
sta,Max transition margin,0.436,
placed_design,pre-CTS setup slack,1.09,ns
==> final cells by class <==
| class | count | area, sq um | share of cell area |
|---|---|---|---|
| clock buffer | 27 | 503 | 0.0658 |
| clock inverter | 5 | 75.1 | 0.00982 |
| inverter | 38 | 143 | 0.0186 |
| multi-input combinational | 579 | 3710 | 0.485 |
| sequential | 145 | 2900 | 0.380 |
| tap | 176 | 220 | 0.0288 |
| timing repair buffer | 11 | 95.1 | 0.0124 |
==> stage by stage <==
| step | instance area (sq um) | instances | total power (uW) | utilization | hold slack (ns) |
|---|---|---|---|---|---|
| 3_5_place_dp | 7070 | 949 | 1600 | 0.530 | 0.450 |
| 3_3_place_gp | 7070 | 949 | 1600 | 0.530 | 0.437 |
| 4_1_cts | 7650 | 981 | 3270 | 0.573 | 0.464 |
| 5_1_grt | 7650 | 981 | 3340 | 0.573 | 0.478 |
| 2_1_floorplan | 6870 | 790 | 1600 | - | 0.422 |
| 6_report | 7650 | 981 | 3220 | 0.573 | 0.457 |
==> power breakdown <==
group	switching [uW]	total (uW)	internal, uW	leakage (uW)
clock	601	1660	1060	0.000285
combinational	0	0.00143	0	0.00143
sequential	0	1560	1560	0.00117
==> metal layers <==
layer / track usage / vias up / part of all wire
li1: - / 2887 / -
met1: 0.330 / 2666 / 0.50
met2: 0.311 / 99 / 0.45
met3: 0.0338 / 10 / 0.035
met4: 0.0253 / 0 / 0.011
met5: 0 / - / 0
==> final timing paths <==
check / start / end / slack (ns) / cells past startpoint
max: r_reg4Hz[24]$_SDFF_PN0_ / q[2] / 0.61 / 4
min: r_reg4Hz[28]$_SDFF_PN0_ / r_reg4Hz[28]$_SDFF_PN0_ / 0.46 / 1
max reg2reg: r_reg1Hz[15]$_SDFF_PN0_ / r_reg1Hz[13]$_SDFF_PN0_ / 1.24 / 5
min reg2reg: r_reg4Hz[28]$_SDFF_PN0_ / r_reg4Hz[28]$_SDFF_PN0_ / 0.46 / 1
==> critical path, stage by stage, from the launching register on <==
cell             delay (ns)
dfxtp_1                0.36
or4_1                  0.54
a2111oi_0              0.43
o21ai_0                0.19
clkdlybuf4s50_1        0.43
==> flip-flops by register name, summed over array words and instances, names as in the netlist <==
name / cells
r_reg8Hz: 29
r_reg1Hz: 29
r_reg2Hz: 29
r_reg4Hz: 29
r_regkhz: 29
==> cell families after synthesis <==
kind of cell             synth area share
multiplexers                      0.00146
adder cells (fa/ha/maj)            0.0182
buffers and inverters              0.0377
AND/OR/NAND/NOR                     0.314
flip-flops                          0.422
AND-OR/OR-AND                      0.0796
XOR/XNOR                            0.126
==> cell usage in the layout, fill, tap and decap left out, drive strengths merged, types with 5 or more instances in the layout <==
cell type      synthesis  layout
o21ai                 20      20
clkdlybuf4s50          0       5
buf                    5       6
nor2                  52      52
nor3                  30      30
nand3                 55      55
nor2b                  6       6
or4                   26      26
nand4                 57      57
xor2                  41      41
inv                   38      38
o31ai                 17      17
nor4                  34      34
nand2                 52      52
or3                   20      20
and3                  16      16
and4                  10      10
dfxtp                145     145
a21oi                 32      32
ha                    10      10
xnor2                 58      58
clkbuf                23      27
Power and IR drop assume default switching activity.
