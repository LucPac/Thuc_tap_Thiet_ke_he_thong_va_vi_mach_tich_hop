==> design/flow/design.v <==
module Mux_4_to_1
( input wire [3:0] clk,
input wire [1:0] sw,
output reg clk_o
);
	always @(clk,sw)
	case (sw)
	0: clk_o <= clk[0];
	1: clk_o <= clk[1];
	2: clk_o <= clk[2];
	3: clk_o <= clk[3];
	endcase
endmodule
module Demux_1_to_4(
	clk,
	out1,
	out2,
	out3,
	out4,
	mode
    );
	input 	wire clk;
	input 	wire [1:0]  mode;
	output 	reg out1,out2,out3,out4;
	always @(*) 
		begin
			case (mode)
				2'b00: out1 = clk;
				2'b01: out2 = clk;
				2'b10: out3 = clk;
				2'b11: out4 = clk;
			endcase
		end
endmodule
module Led_4_Mode(clk_50,rst,sw,mode,led);
	input clk_50;
	input wire rst;
	input wire [1:0] sw;
	input wire [1:0] mode;
	output wire [7:0] led;
   wire clk1,clk2,clk3,clk4;
	wire clk_demux1, clk_demux2, clk_demux3, clk_demux4; 
   wire clk_in;
   wire [7:0] in1, in2, in3, in4;
	clock_1hz2hz4hz8hz 	clock ( .clk(clk_50),.rst(rst),.clkout({clk1, clk2, clk3, clk4}));
	Mux_4_to_1 	mux (.clk({clk1, clk2, clk3, clk4}),.sw(sw),.clk_o(clk_in));
	Demux_1_to_4 	demux (.clk(clk_in),.mode(mode),.out1(clk_demux1),.out2(clk_demux2),.out3(clk_demux3),.out4(clk_demux4));
	Mode_1 mode1  (.clk(clk_demux1),.rst(rst),.out(in1));
	Mode_2 mode2  (.clk(clk_demux2),.rst(rst),.out(in2));
	Mode_3 mode3  (.clk(clk_demux3),.rst(rst),.out(in3));
	Mode_4 mode4  (.clk(clk_demux4),.rst(rst),.out1(in4[3:0]),.out2(in4[7:4]));
	mux4to1  mux4_1 (.in1(in1),.in2(in2),.in3(in3),.in4(in4),.mode(mode),.out(led));
endmodule
module Mode_1(clk,rst,out);
	input clk,rst;
	output wire [7:0] out;
	wire [7:0] reg_next;
	reg [7:0] reg_out;
	always @(posedge clk or negedge rst)
		begin
			if (!rst)
				reg_out <= 8'b0;
			else
				reg_out <= reg_next;
		end
	assign reg_next = ~ reg_out;
	assign out = reg_out;
endmodule
module Mode_2(clk,rst,out);
	input  wire    clk, rst;
	output  wire [7:0]   out;
	wire  s_in;
	reg [7:0] reg_out;
	wire [7:0] reg_next;
	always @(posedge clk or negedge rst)
		begin
			if (!rst) reg_out <= 8'b0;
			else reg_out <= reg_next;
		end
	assign s_in = ~reg_out[0];
	assign reg_next = {s_in, reg_out[7:1]};
	assign out= reg_out;
endmodule
module Mode_3 (
    input wire clk,
    input wire rst,
    output reg [7:0] out
);
    reg tt;
	 always @(posedge clk or negedge rst) 
	 begin
        if (!rst) 
            out <= 8'b10000000;  
        else 
            out <= tt ? (out >> 1) : (out << 1);  
    end
	  always @(negedge clk or negedge rst) 
	  begin
        if (!rst) 
		  tt <= 1; 
        else if (out == 8'b10000000) 
            tt <= 1; 
        else if (out == 8'b00000001) 
            tt <= 0;  
    end
endmodule
module Mode_4 (
    input  wire       clk,
    input  wire       rst,
    output wire  [3:0] out1,
    output wire  [3:0] out2
);
    reg tt1;
    reg tt2;
	 reg [3:0] reg_out1;
	 reg [3:0] reg_out2;
 wire [3:0] reg_next1 = tt1 ? (reg_out1 >> 1) : (reg_out1 << 1);
 always @(posedge clk or negedge rst) 
	 begin
        if (!rst)
            reg_out1 <= 4'b1000;  
        else
            reg_out1 <= reg_next1;
    end
 always @(negedge clk or negedge rst)
   begin
        if (!rst)
            tt1 <= 1;  
        else if (reg_out1 == 4'b1000)
            tt1 <= 1;  
        else if (reg_out1 == 4'b0001)
            tt1 <= 0;  
    end
	 assign out1 = reg_out1; 
    wire [3:0] reg_next2 = tt2 ? (reg_out2 << 1) : (reg_out2 >> 1);
    always @(posedge clk or negedge rst)
	 begin
        if (!rst)
            reg_out2 <= 4'b0001;  
        else
            reg_out2 <= reg_next2;
    end
	 always @(negedge clk or negedge rst)
	 begin
        if (!rst)
            tt2 <= 1;  
        else if (reg_out2 == 4'b0001)
            tt2 <= 1;  
        else if (reg_out2 == 4'b1000)
            tt2 <= 0;  
    end
    assign out2 = reg_out2;
endmodule
module mux4to1(in1,
    in2,
    in3,
    in4,
    mode,
    out
    );
	input wire  [7:0]   in1, in2, in3, in4;
	input wire [1:0]  mode;
	output reg  [7:0]  out;
	always @(*)
	begin
		case (mode)
			2'b00: out = in1;
			2'b01: out = in2;
			2'b10: out = in3;
			2'b11: out = in4;
			default: out = in1;
		endcase
	end
endmodule
`timescale 1ns / 1ps
module clock_1hz2hz4hz8hz(
    input clk,
    input rst,
    output [3:0] clkout
    );
		clock_generate  gen1hz  (clk,rst,clkout[0]);
		clock_generate  gen2hz  (clk,rst,clkout[1]);
				defparam gen2hz.div = 12500000;
		clock_generate  gen3hz  (clk,rst,clkout[2]);
				defparam gen3hz.div = 6250000;
		clock_generate  gen4hz  (clk,rst,clkout[3]);
				defparam gen4hz.div = 3125000;
endmodule
module clock_generate (	clk_50,
						rstn,
						clk_out
						);
		parameter	 	div = 24_999_999;
		input 			clk_50;
		input			rstn;
		output			clk_out;
		reg 			clk_out;
		reg		[26:0]	counter;
		wire 			equal;
	assign equal = (counter == div)? 1'b1 : 1'b0;
	always @ (posedge clk_50)
		begin
		if (!rstn) counter <= 26'd0;
			else if (equal) counter <= 26'd0;
				else counter <= counter + 26'b1;
		end
	always @ (posedge clk_50)
		begin
		if (!rstn) clk_out <= 1'd0;
			else if (equal) clk_out <= ~ clk_out;
		end
endmodule 
==> design/flow/run.sh <==
#!/bin/bash
# OpenROAD 26Q1-2900-gdf79404cd8, Yosys 0.63+post, stock flow scripts
make -C /OpenROAD-flow-scripts/flow DESIGN_CONFIG=/design/flow/config.mk WORK_HOME=/design/flow/orfs finish
==> design/flow/config.mk <==
export PLATFORM = sky130hd
export DESIGN_NAME = Led_4_Mode
export DESIGN_NICKNAME = Led_4_Mode
export VERILOG_FILES = /design/flow/design.v
export SDC_FILE = /design/flow/constraint.sdc
export NUM_CORES = 4
export LEC_CHECK = 1
export CORE_UTILIZATION = 50
==> design/flow/constraint.sdc <==
current_design Led_4_Mode

set clk_period 5.8
set clk_io_pct 0.2

create_clock -name clk0 -period $clk_period [get_ports {clk_50}]

set non_clock_inputs [all_inputs -no_clocks]
set_input_delay [expr $clk_period * $clk_io_pct] -clock clk0 $non_clock_inputs
set_output_delay [expr $clk_period * $clk_io_pct] -clock clk0 [all_outputs]
==> run_results.csv <==
group,metric,value,unit
outcome,status,"complete, no violations",
hold_path,holdPathStages,2,
global_route,grt_usage,0.196,
logic_synthesis,yosys_warnings,11,
logic_synthesis,synth_flops,151,
logic_synthesis,flop_cell,"dfxtp_1",
routing,routed_wirelength,12.6,mm
flow_run,drv_cap,0,
floorplan,die-area,14000,µm²
floorplan,die_y,118,µm
logic_synthesis,yosys.area.top_type_share,0.332,
global_route,grt_antenna_before_repair,0,
routing,drtIter0Drc,286,
pwr,power.leakage,2.41,nW
worst_setup_path,setup.worst_path.start_class,"input port",
cells_and_area,final_util,0.554,
floorplan,core-area,13200,µm²
worst_setup_path,cp_data_arrival_time,3.03,ns
timing,min_period,4.19,ns
logic_synthesis,netlist_area,6750,µm²
floorplan,io_pins,14,
logic_synthesis,yosys-top-cells-area,"dfxtp_1 33%, dfrtp_1 11%, or4_1 4.2%, nor2_1 4.1%, a21oi_1 4.1%",
worst_setup_path,crit_path_end_kind,"primary output",
timing,untimed_endpoints,39,
worst_setup_path,r2r_cells,4,
clocking,cts_buffers,9,
floorplan,rows,42,
clocking,clock-root-buffer,"clkbuf_16",
worst_setup_path,worstSetupPathType,"in -> out",
routing,first_pass_iters,4,
timing,finalSetupTns,0,ns
placed_design,place_congestion,0.814,
hold_path,min_path_type,"reg -> reg",
global_route,grt_max_degree,42,
routing,via_count,5125,
timing,hold_viol_final,0,
global_route,grt-ovfl-total,0,
global_route,grt_pass1_vias,4636,
routing,drcViolationCount,0,
routing,n_antenna_cell,0,
logic_synthesis,synth.most_common_cell,"dfxtp_1",
clocking,cts_resized,0,
timing,drv_slew,0,
clocking,hold_buffers,0,
timing,fin_crit_sh,0.722,
timing,fmax,239,MHz
global_route,grt_pass1_wl,22.0,mm
routing,final_antenna_net_count,0,
logic_synthesis,synthCells,719,
placed_design,port_buffers,13,
timing,setup_viol,0,
cells_and_area,area_growth,8.31,%
logic_synthesis,yosys-top-cells-count,"112 x dfxtp_1, 74 x nor2_1, 55 x a21oi_1",
logic_synthesis,yosysUniqueCellTypes,46,
timing,rsz0062_at_grt,"no",
cells_and_area,post_route_cells_drive_above_1_share,0.0856,
pwr,ir_worst_vdd,0.220,mV
logic_synthesis,synth-edff-count,0,
clocking,clockBufferDepth,2,
floorplan,die_w,118,µm
timing,tightestPinTransition,0.733,ns
logic_synthesis,ys_cells,719,
logic_synthesis,yosys_area,6750,µm²
clocking,post_cts_buffers,0,
clocking,clk_latency,0.35,ns
timing,unclocked_pins,39,
pwr,pwr_density_cell,202,nW/µm²
worst_setup_path,crit_required,4.64,ns
routing,wl_per_cell,14.0,µm
timing,fin_worst_skew,0.00803,ns
clocking,cts_tree,"built",
flow_run,tool_warnings,28,
logic_synthesis,top_area_cell,"dfxtp_1",
worst_setup_path,crit_path_max_fanout,12,
logic_synthesis,synth.avg_cell_area,9.38,µm²
floorplan,fp_util,0.512,
clocking,clk_pin_slew,0.07,ns
logic_synthesis,ys_async_sr_fraction,0.232,
routing,vias_per_cell,5.69,
placed_design,hpwl,8.58,mm
clocking,h-tree-depth,3,
timing,relSlewSlack,0.510,
==> layer usage <==
metal / share of wire / vias up / wire (µm) / track usage
met5: 0 / - / 0 / 0
met4: 0.0075 / 0 / 95 / 0.0200
met3: 0.043 / 6 / 547 / 0.0418
met2: 0.44 / 92 / 5520 / 0.285
met1: 0.51 / 2399 / 6480 / 0.325
li1: - / 2628 / - / -
==> flip-flops by register name, summed over array words and instances (netlist names), 4 cells and up <==
register              flops
mode2.reg_out             8
clock.gen1hz.counter     27
clock.gen2hz.counter     27
clock.gen4hz.counter     27
mode3.out                 8
mode1.reg_out             8
mode4.reg_out1            4
clock.gen3hz.counter     27
mode4.reg_out2            4
==> worst max-delay path, stage by stage <==
cell,delay (ns)
clkdlybuf4s50_1,0.86
mux4_2,0.57
clkdlybuf4s50_1,0.43
==> final timing paths <==
kind                                       startpoint  slack, ns                                   to
setup reg to reg   clock.gen1hz.counter[2]$_SDFF_PP0_       3.45  clock.gen1hz.counter[26]$_SDFF_PP0_
hold / removal    clock.gen4hz.counter[26]$_SDFF_PP0_       0.47  clock.gen4hz.counter[26]$_SDFF_PP0_
setup / recovery                              mode[0]       1.61                               led[0]
hold reg to reg   clock.gen4hz.counter[26]$_SDFF_PP0_       0.47  clock.gen4hz.counter[26]$_SDFF_PP0_
==> power breakdown <==
part	internal (mW)	leakage, nW	switching (mW)
logic	0.0166	0.851	0.0293
clock network	0.361	0.153	0.284
registers	0.776	1.40	0.00907
==> cell families after synthesis <==
family | count (synthesis) | share of synthesized area
buf+inv | 64 | 0.0395
xor+xnor | 49 | 0.0636
fa+ha+maj | 7 | 0.0130
mux | 19 | 0.0467
simple gates | 308 | 0.258
compound gates | 121 | 0.107
flops | 147 | 0.463
latches | 4 | 0.00890
==> final cells by class <==
class	instances	area (µm²)
clock buffer	11	253
clock inverter	5	60.1
fill	1135	5880
inverter	36	135
multi-input combinational	504	3300
sequential	151	3190
tap	176	220
timing repair buffer	17	155
==> metrics by stage <==
step | cells | total power, mW | hold WS, ns | cell area (µm²) | setup WS [ns]
finish | 900 | 1.48 | 0.474 | 7310 | 1.61
global route | 900 | 1.54 | 0.504 | 7310 | 1.51
global placement | 884 | 0.849 | 0.457 | 7000 | 1.61
CTS | 900 | 1.50 | 0.482 | 7310 | 1.58
detailed placement | 884 | 0.850 | 0.469 | 7000 | 1.58
floorplan | 719 | 0.832 | 0.441 | 6750 | 2.57
==> cells in the final DEF, fill, tap and decap left out, types with 3 or more instances in the layout <==
cell and instances:
dlxtn_1 4, nor2b_1 3, xor2_1 19, mux2_2 10, nor4_1 16, o21ai_0 24, nor4b_1 4, a21oi_1 55
clkdlybuf4s50_1 12, o31ai_1 35, dfrtp_1 29, or3_1 20, and3_1 10, dfstp_2 6, xnor2_1 30, dfxtp_1 112
nor3_1 9, nand4_1 28, nand2_1 35, and2_1 6, nand3_1 36, inv_1 36, nor4bb_1 4, or2_2 5
clkbuf_16 9, nor2_1 74, buf_4 4, mux4_2 9, ha_1 7, or4_1 38, or4_4 3, and4_1 7
Power and IR drop assume default switching activity.
