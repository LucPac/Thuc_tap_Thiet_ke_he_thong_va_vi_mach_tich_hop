### flow/config.mk
export PLATFORM = sky130hd
export DESIGN_NAME = topTM1638
export DESIGN_NICKNAME = topTM1638
export VERILOG_FILES = /design/flow/design.v
export SDC_FILE = /design/flow/constraint.sdc
export NUM_CORES = 4
export LEC_CHECK = 1
export CORE_UTILIZATION = 50
### flow/design.v
`timescale 1ns / 1ps
module topTM1638(input clk_50M,
output wire clk,
output wire stb,
output wire dio,
input wire [7:0] gio,
input wire [7:0] phut,
input wire [7:0] giay
						);
wire clk_khz,clk_hz;
wire [3:0] ones1,tens1,hundreds1 ;
wire [3:0] ones2,tens2,hundreds2 ;
wire [3:0] ones3,tens3,hundreds3 ;
ClockDiv clock (clk_50M, clk_khz,clk_hz);
HexBcd   	hex_bcd1 (giay,ones1,tens1,hundreds1);
HexBcd 		hex_bcd2 (phut,ones2,tens2,hundreds2);
HexBcd 		hex_bcd3 (gio,ones3,tens3,hundreds3);
wire [4:0] seg [7:0];
TM1638 tm (8'b11111111,ones1,tens1,15,ones2,tens2,15,ones3,tens3,clk_khz,
							clk,
							stb,
							dio
							);
endmodule
module ClockDiv(
input wire clki,
output wire clk_khz,clk_hz
);
wire [26:0] r_next ;
reg [26:0] r_reg;
initial begin r_reg =0 ;end
always @(posedge clki)
r_reg = r_next;
assign r_next =(r_reg==50000000)?0: r_reg + 1 ;
assign clk_khz=r_reg[5];  
assign clk_hz=(r_reg<=50000000/2)?0:1;  
endmodule
module add3(in,out);
input [3:0] in;
output [3:0] out;
reg [3:0] out;
always @ (in)
case (in)
4'b0000: out <= 4'b0000;
4'b0001: out <= 4'b0001;
4'b0010: out <= 4'b0010;
4'b0011: out <= 4'b0011;
4'b0100: out <= 4'b0100;
4'b0101: out <= 4'b1000;
4'b0110: out <= 4'b1001;
4'b0111: out <= 4'b1010;
4'b1000: out <= 4'b1011;
4'b1001: out <= 4'b1100;
default: out <= 4'b0000;
endcase
endmodule
module HexBcd(
input [7:0] hex,
output wire [3:0] ones,
output wire [3:0] tens,
output wire [3:0] hundreds
);
wire [3:0] c1,c2,c3,c4,c5,c6,c7;
wire [3:0] d1,d2,d3,d4,d5,d6,d7;
assign d1 = {1'b0,hex[7:5]};
assign d2 = {c1[2:0],hex[4]};
assign d3 = {c2[2:0],hex[3]};
assign d4 = {c3[2:0],hex[2]};
assign d5 = {c4[2:0],hex[1]};
assign d6 = {1'b0,c1[3],c2[3],c3[3]};
assign d7 = {c6[2:0],c4[3]};
add3 m1(d1,c1);
add3 m2(d2,c2);
add3 m3(d3,c3);
add3 m4(d4,c4);
add3 m5(d5,c5);
add3 m6(d6,c6);
add3 m7(d7,c7);
assign ones = {c5[2:0],hex[0]};
assign tens = {c7[2:0],c5[3]};
assign hundreds = {c6[3],c7[3]};
endmodule
module TM1638(
input wire [7:0] led ,  
input wire [3:0] seg7,seg6,seg5,seg4,seg3,seg2,seg1,seg0 , 
input clkinput,
output reg clk,
output reg stb,
output reg dio
);
function [7:0] sseg;
input [3:0] hex;
begin
case (hex)
4'h0: sseg[7:0] = 8'b0111111;
4'h1: sseg[7:0] = 8'b0000110;
4'h2: sseg[7:0] = 8'b1011011;
4'h3: sseg[7:0] = 8'b1001111;
4'h4: sseg[7:0] = 8'b1100110;
4'h5: sseg[7:0] = 8'b1101101;
4'h6: sseg[7:0] = 8'b1111101;
4'h7: sseg[7:0] = 8'b0000111;
4'h8: sseg[7:0] = 8'b1111111;
4'h9: sseg[7:0] = 8'b1101111;
4'hA: sseg[7:0] = 8'b1110111;
4'hB: sseg[7:0] = 8'b1111100;
4'hC: sseg[7:0] = 8'b1011000;
4'hD: sseg[7:0] = 8'b1011110;
4'hE: sseg[7:0] = 8'b1111001;
default : sseg[7:0] = 8'b0000000;  
endcase
end
endfunction
integer cs = 0;
integer i ;
reg [7:0] command1 =8'h40, command2 =8'hC0,command3 =8'h8F;
wire [127:0] leddata;  
reg [127:0] leddatahold;
assign leddata[0*8+7:0*8+0] = sseg(seg0);
assign leddata[2*8+7:2*8+0] = sseg(seg1);
assign leddata[4*8+7:4*8+0] = sseg(seg2);
assign leddata[6*8+7:6*8+0] = sseg(seg3);
assign leddata[8*8+7:8*8+0] = sseg(seg4);
assign leddata[10*8+7:10*8+0] = sseg(seg5);
assign leddata[12*8+7:12*8+0] = sseg(seg6);
assign leddata[14*8+7:14*8+0] = sseg(seg7);
assign leddata[1*8+7:1*8+0] = led[0] ;
assign leddata[3*8+7:3*8+0] = led[1] ;
assign leddata[5*8+7:5*8+0] = led[2] ;
assign leddata[7*8+7:7*8+0] = led[3] ;
assign leddata[9*8+7:9*8+0] = led[4] ;
assign leddata[11*8+7:11*8+0] = led[5] ;
assign leddata[13*8+7:13*8+0] = led[6] ;
assign leddata[15*8+7:15*8+0] = led[7] ;
initial
begin
clk = 1 ;
stb = 1 ;
dio = 0 ;
end
always @(posedge clkinput)
begin
if (cs==0)
begin
stb = 0;  
command1 =8'h40; command2 =8'hC0;command3 =8'h8F;
leddatahold=leddata ;
end
else if ((cs >=1)&&(cs<=16))
begin
dio = command1[0];
clk = ~clk ;
if (clk) command1=command1>>1 ;
end
else if (cs==17)
stb = 1;  
else if (cs==18)
stb = 0;  
else if ((cs >=19)&&(cs<=34))
begin
dio = command2[0];
clk = ~clk ;
if (clk) command2=command2>>1 ;
end
else if ((cs >=35)&&(cs<=290))
begin
dio = leddatahold[0];
clk = ~clk ;
if (clk) leddatahold=leddatahold>>1 ;
end
else if (cs==291)
stb = 1;  
else if (cs==292)
stb = 0;  
else if ((cs >=293)&&(cs<=308))
begin
dio = command3[0];
clk = ~clk ;
if (clk) command3=command3>>1 ;
end
else if (cs==309)
stb = 1;  
else if (cs==310)
cs = -1 ;  
cs=cs+1;
end
endmodule
### flow/run.sh
#!/bin/bash
# OpenROAD 26Q1-2900-gdf79404cd8, Yosys 0.63+post, stock flow scripts
make -C /OpenROAD-flow-scripts/flow DESIGN_CONFIG=/design/flow/config.mk WORK_HOME=/design/flow/orfs finish
### flow/constraint.sdc
current_design topTM1638

set clk_period 10.4
set clk_io_pct 0.2

create_clock -name clk0 -period $clk_period [get_ports {clk_50M}]

set non_clock_inputs [all_inputs -no_clocks]
set_input_delay [expr $clk_period * $clk_io_pct] -clock clk0 $non_clock_inputs
set_output_delay [expr $clk_period * $clk_io_pct] -clock clk0 [all_outputs]
==> summary.txt <==
run metrics: most frequently placed logic cells in the final layout sky130_fd_sc_hd__nand2_1, sky130_fd_sc_hd__dfxtp_1, sky130_fd_sc_hd__a21oi_1, number of filler cells placed in the layout 2225, number of flip-flops in the largest register 121, core utilization before placement 0.5092, hold violation count in the final report 0, overall power after layout roughly 0.00041 W, number of register pins that no clock reaches approximately 180, Clk network pwr share 0.209, DR vias/cell 5.724, reported leakage power approximately 4.1 nW, synthesis-stage register bit count 206, Cells after Synth around 1400, arrival time of the worst setup path between 2 and 2.5 ns, number of unconstrained endpoints roughly 250, count of library flops with an enable pin around 66, number of max-capacitance violations reported 0, pin count of the biggest net entering global routing 89, remaining antenna violation count 0, number of inserted diodes 0, data required time of the critical path ~11 ns, yosys synthesis warning count 5, worst clock skew on the final layout ~0.0029 ns, proportion of synthesized flip-flops having asynchronous set or reset 0, total global routing track utilization 0.1997, Final Max Slew Viols 0, total die size around 24000 um^2, GR Overflow Total 0, total core area ~23000 um^2, final setup violation count 0, average detailed-routed wire length per instance approximately 14 um, result of the run completed, Remaining DRCs 0, Avg Inst Size Synth approximately 8.6 um^2, Routed met3 length between 400 and 500 um, minimum setup slack after placement 8.154 ns, total iterations of the first detailed-routing run 4, sequential element share of the synthesized area 0.4015, gpl congestion roughly 0.86, top logic cell by instance count in the layout sky130_fd_sc_hd__nand2_1, critical setup path kind flop to flop, CTS buffer count 3, tool warnings approximately 56, global-route wire length before repair approximately 40 mm, Final period util 0.2166, floorplan row count between 50 and 60, vias in the first global route ~8400, Chip Width 156.4 um, final non-filler cell area between 10000 and 15000 um^2, buffers inserted during post-CTS setup optimization 0, Period minus WS final 2.253 ns, endpoint class of the critical path flop, Area growth syn-to-layout 3.170%, worst slew slack as a fraction of its limit 0.4028, internal portion of total power approximately 0.00025 W, total via count in the routed design around 9400, Clock Latency Late Sink ~0.26 ns, setup repair after global routing missed its margin no, number of I/O pins 28, achievable clock frequency ~440 MHz, area after detailed placement 12220 um^2, Root Buffer sky130_fd_sc_hd__clkbuf_16, routed length on met2 ~10 mm, part of the total power dissipated in combinational logic 0.527, summed negative setup slack over all endpoints 0 ns, wire length the detailed router placed on met1 approximately 12 mm, maximum clock path buffer count 2, total cells reported by yosys after synthesis approximately 1400, Resize count post-CTS 0, Hold WS roughly 0.46 ns, setup slack after layout just over 8 ns, primary flip-flop cell chosen by synthesis mapping sky130_fd_sc_hd__dfxtp_1, H-tree lvl count 1, sequential share of power 0.265, TritonCTS clock tree yes, Psw roughly 0.00016 W, DPL Wire Length 15.51 mm, chip area line of the yosys report between 10000 and 15000 um^2, Worst Path Max Fanout 38, power density over the cells 33.37 nW/um^2, cell area after synthesis approximately 12000 um^2, starting DRC count in detailed routing around 660, Slew @ Worst Pin between 0.8 and 0.9 ns, layout cell share with drive strength beyond 1 0.03919, vertical die dimension 156.4 um, clock transition at the registers of the reported paths 0.06 ns, post-cts hold-fix buffer tally 0, min-delay worst type flop to flop, distinct cell type count after synthesis slightly below 90, Sw Share 0.3888, highest routed layer met4, maximum vdd ir drop 0.00005646 V, count of port buffers added during placement 27, post-detailed-routing wire length approximately 23 mm, antenna violations before repair 0, Startpoint Class flop
final timing paths:
kind                            depth (start not counted)              end  slack [ns]       startpoint
worst max-delay path                                    6  clock.r_reg[26]        8.15   clock.r_reg[5]
worst min-delay path                                    1  clock.r_reg[26]        0.46  clock.r_reg[26]
worst max register to register                          6  clock.r_reg[26]        8.15   clock.r_reg[5]
worst min register to register                          1  clock.r_reg[26]        0.46  clock.r_reg[26]
cell families after synthesis:
| group | after synthesis | share of synthesized area |
|---|---|---|
| AND-OR/OR-AND | 352 | 0.1954 |
| XOR/XNOR | 47 | 0.03454 |
| adder cells (fa/ha/maj) | 40 | 0.04178 |
| buffers and inverters | 147 | 0.05732 |
| flip-flops | 206 | 0.4015 |
| multiplexers | 37 | 0.03160 |
| AND/OR/NAND/NOR | 552 | 0.2379 |
power groups by stage:
stage	combinational [W]	sequential (W)	clock [W]
after CTS	0.000216	0.000109	0.0000877
after global routing	0.000244	0.000108	0.0000921
final	0.000216	0.000109	0.0000857
layout make-up:
cell class	count	area, um^2	share of cell area
multi-input combinational	1028	6469	0.5261
timing repair buffer	42	382.9	0.03114
clock buffer	3	75.07	0.006106
clock inverter	1	5.005	0.0004070
inverter	47	176.4	0.01435
sequential	206	4788	0.3894
tap	319	399.1	0.03246
cell usage after synthesis (all sizes together), types with 25 or more instances:
cell type | n | area [um^2]
clkbuf | 39 | 146.4
and2 | 29 | 181.4
xnor2 | 31 | 271.5
ha | 39 | 488.0
mux2i | 32 | 320.3
nor2 | 89 | 334.1
a21oi | 116 | 588.1
inv | 45 | 168.9
nand4 | 25 | 156.4
nand3 | 45 | 225.2
buf | 61 | 360.3
o21ai | 62 | 310.3
edfxtp | 66 | 1982
nor3 | 26 | 146.4
dfxtp | 140 | 2803
nand2 | 202 | 758.2
through the flow:
stage,instances,util
after global placement,1642,0.5220
after CTS,1646,0.5254
final,1646,0.5254
after detailed placement,1642,0.5220
after global routing,1646,0.5254
after floorplan,1381,-
routing by layer:
layer	track usage	up-vias
li1	-	4861
met1	0.3429	4419
met2	0.3078	132
met3	0.007050	10
met4	0.009337	0
met5	0	-
critical path, cell delays in order, from the launching register on:
cell and delay [ns]:
sky130_fd_sc_hd__dfxtp_4 0.57, sky130_fd_sc_hd__nand3_1 0.18, sky130_fd_sc_hd__nor3_1 0.44, sky130_fd_sc_hd__nand2_1 0.26
sky130_fd_sc_hd__or3_1 0.43, sky130_fd_sc_hd__nor2_1 0.16, sky130_fd_sc_hd__xor2_1 0.15
Power is estimated from default activity; no workload was simulated.
